[design/flow/constraint.sdc]
current_design ProgramCounter

set clk_period 8.5
set clk_io_pct 0.2

create_clock -name clk0 -period $clk_period [get_ports {clk}]

set non_clock_inputs [all_inputs -no_clocks]
set_input_delay [expr $clk_period * $clk_io_pct] -clock clk0 $non_clock_inputs
set_output_delay [expr $clk_period * $clk_io_pct] -clock clk0 [all_outputs]
[design/flow/run.sh]
#!/bin/bash
# OpenROAD 26Q1-2900-gdf79404cd8, Yosys 0.63+post, stock flow scripts
make -C /OpenROAD-flow-scripts/flow DESIGN_CONFIG=/design/flow/config.mk WORK_HOME=/design/flow/orfs finish
[design/flow/config.mk]
export PLATFORM = sky130hd
export DESIGN_NAME = ProgramCounter
export DESIGN_NICKNAME = ProgramCounter
export VERILOG_FILES = /design/flow/design.v
export SDC_FILE = /design/flow/constraint.sdc
export NUM_CORES = 4
export LEC_CHECK = 1
export CORE_UTILIZATION = 50
[design/flow/design.v]
`timescale 1ns / 1ps
module ProgramCounter(
    input clk,
    input reset,
    input zero,
    input branch,
    input jump,
    input [25:0] jumpAddress,
    input [15:0] branchOffset,
    input [31:0] regAddress,
    output reg [31:0] pc 
);
    wire [31:0] pcPlus4;
    reg [1:0] pcControl;
    initial
    begin
        pc <= 32'h00000000;
    end
    assign pcPlus4 = pc + 1;
    always @(posedge clk)
    begin
        if(reset == 1)
            pc <= 32'h00000000;
        else
        begin
        pcControl = ( branch & zero == 1)? 2'b10: 2'b00;
        pcControl = (jump)?2'b11:pcControl;
            case(pcControl)
                2'b00: pc <= pcPlus4;                                                        
                2'b11: pc <= {pcPlus4[31:26],jumpAddress};                                   
                2'b01: pc <= regAddress;                                                     
                2'b10: pc <= pcPlus4 + {{14{branchOffset[15]}},branchOffset[15:0]};    
                default: pc<= pcPlus4;
            endcase
        end
    end
endmodule
==> flow_summary_export.csv <==
group,metric,value,unit
synthesis,syn_area_per_cell,7.60,um2
cells_and_area,area_growth,25.7,%
power,combinationalPowerShare,44.5,%
worst_setup_path,crit_path_start_kind,"input port",
cells_and_area,instances_no_fill,668,
floorplan,ios,111,
global_routing,track_usage,31.5,%
clock_tree,cts_buffers,5,
placement,io_buffers,78,
synthesis,netlist.area_leader.share,17.0,%
timing,setup_viol,0,
clock_tree,cts.sink_count,32,
clock_tree,clock_latency,0.28,ns
synthesis,ys_types,70,
floorplan,die_w,88.8,um
worst_setup_path,reg2reg_from,"pc[0]$_SDFF_PP0_",
clock_tree,htreeDepth,2,
power,powerDensity,122,nW/um2
clock_tree,root_buffer,"clkbuf_8",
power,power.leakage,1.93,nW
global_routing,use_met3,5.77,%
global_routing,first_global_vias,3551,
timing,hold_viol,0,
floorplan,row_count,31,
power,p_sw,211,uW
timing,skew,0.00972,ns
synthesis,ys_area,3770,um2
global_routing,met1_usage,54.2,%
clock_tree,clk_pin_slew,0.07,ns
power,power_frac_clock,24.9,%
cells_and_area,fillCellCount,629,
placement,dp_cells,660,
cells_and_area,final_util,65.3,%
clock_tree,postCtsSetupRepairBufs,0,
synthesis,netlist_area,3770,um2
placement,dp_slack,3.52,ns
worst_setup_path,r2r_slack,4.48,ns
worst_setup_path,worstSetupPathType,"input port to flop",
cells_and_area,drive_gt1_share,4.92,%
route,vias,4054,
min_path,min_to,"pc[31]$_SDFF_PP0_",
power,power_frac_seq,30.6,%
synthesis,netlist_instances,496,
floorplan,coreArea,7250,um2
route,first_iter_violations,264,
timing,worstMarginPinSlew,0.822,ns
synthesis,yosysTopAreaCell,"dfxtp_1",
synthesis,synth_flops,32,
global_routing,busiest_layer,"met1",
cells_and_area,top_register,"pc",
worst_setup_path,critical_path_arrival,4.84,ns
synthesis,ys_seq_share,17.0,%
route,wl_per_cell,17.8,um
clock_tree,ctsHoldBuffers,0,
worst_setup_path,critPathLaunch,"branchOffset[15]",
power,p_sw_share,36.5,%
power,report.power.total,577,uW
global_routing,grt_overflow,0,
flow_run,drv_cap,0,
global_routing,grt_start_max_net_pins,27,
global_routing,grt_pass1_wl,18400,um
outcome,status,"finished clean",
flow_run,openroad.warnings,64,
worst_setup_path,reg2reg_to,"pc[31]$_SDFF_PP0_",
timing,grt_setup_unrepaired,"no",
min_path,min_path_type,"flop to flop",
placement,place_hpwl,9470,um
placement,gp_congestion,0.985,
power,internal_power,366,uW
route,firstDrtPassIters,4,
synthesis,edf_count,0,
min_path,holdPathStages,3,
synthesis,ys_cells,496,
route,drc_errors,0,
route,antenna_cells,0,
worst_setup_path,end_kind,"flop",
timing,fin_crit_sh,55.3,%
clock_tree,post_cts_resized,0,
clock_tree,tritoncts,"yes",
synthesis,async_flop_share,0,%
worst_setup_path,reg2reg_depth,13,
synthesis,yosysWarnings,1,
timing,timing.fmax,0.213,GHz
power,vdd_drop_max,0.0628,mV
floorplan,chip_area,7890,um2
floorplan,initial_core_util,52.0,%
worst_setup_path,required,8.64,ns
route,drt-total-wl,11900,um
cells_and_area,largest_register_ffs,32,
timing,tns,0,ns
timing,layout_setup_ws,3.80,ns
route,via_per_inst,6.07,
global_routing,antenna_found_initial,0,
floorplan,die_y,88.8,um
timing,finalCriticalPeriod,4.70,ns
global_routing,use_met2,42.6,%
synthesis,ff_type,"dfxtp_1",
min_path,holdCritStartpoint,"pc[31]$_SDFF_PP0_",
route,ant_nets,0,
cells_and_area,largestRegisters,"pc (32)",
worst_setup_path,crit_fanout,19,
timing,timing.slew.headroom,45.0,%
timing,maxSlewViolCount,0,
clock_tree,cts_max_path_buffers,2,
synthesis,topCellsByArea,"dfxtp_1, ha_1, xnor2_1, a21oi_1, nand2_1",
-- power groups by stage --
| stage | clock [mW] | sequential [mW] | combinational [mW] |
|---|---|---|---|
| after CTS | 0.144 | 0.176 | 0.253 |
| final | 0.144 | 0.176 | 0.257 |
| after global routing | 0.152 | 0.178 | 0.283 |
-- worst max-delay path by stage --
stage | cells after the start | to | slack (ns)
final | 9 | pc[25]$_SDFF_PP0_ | 3.80
after global routing | 9 | pc[25]$_SDFF_PP0_ | 3.52
after CTS | 9 | pc[25]$_SDFF_PP0_ | 3.81
-- stage by stage --
step / hold WS, ns / instance area [um2]
2_1_floorplan: 0.570 / 3770
3_3_place_gp: 0.622 / 4630
3_5_place_dp: 0.628 / 4630
4_1_cts: 0.642 / 4740
5_1_grt: 0.713 / 4740
6_report: 0.637 / 4740
-- cells in the mapped netlist (3+ instances only) --
cell type	number
inv_1	11
xnor2_1	31
nand3_2	3
and2_1	5
o211a_1	8
o21ai_0	17
a21boi_0	3
o221ai_1	8
nor3_1	16
nor4_1	4
mux2i_1	4
o21ai_1	3
o21bai_1	5
xor2_1	17
and3_1	7
ha_1	37
a21oi_1	52
o22ai_1	4
nand2_1	51
o211ai_1	6
a31oi_1	5
and4_1	5
dfxtp_1	32
a211oi_1	9
a21o_1	10
buf_2	3
o21a_1	5
a311oi_1	3
clkbuf_1	12
nand4_1	12
nor2b_1	3
nor2_1	46
nand3_1	17
-- cell type report --
class	instances	area, um2	share of cell area [%]
clock buffer	6	72.6	1.53
clock inverter	2	35.0	0.740
inverter	12	45.0	0.951
multi-input combinational	436	3020	63.7
sequential	32	641	13.5
tap	99	124	2.61
timing repair buffer	81	803	17.0
-- cell families (layout without fill, tap and decap cells) --
logic type	after synthesis	count (layout)	share of synthesized area (%)
xor+xnor	49	49	11.6
simple gates	185	185	25.2
flops	32	32	17.0
fa+ha+maj	38	38	12.8
compound gates	159	159	29.1
mux	5	5	1.36
buf+inv	28	101	2.99
-- placed cells by master, fill, tap and decap left out, types with 10 or more instances in the layout --
cell type and count:
a21o_1 10, a21oi_1 52, clkdlybuf4s50_1 78, dfxtp_1 32, ha_1 37, inv_1 11
nand2_1 51, nand3_1 17, nand4_1 12, nor2_1 46, nor3_1 16, o21ai_0 17
xnor2_1 31, xor2_1 17
-- worst max-delay path, stage by stage --
cell and delay, ns:
clkdlybuf4s50_1 0.85, ha_1 0.64, nand2_1 0.13, o21ai_2 0.18, o211ai_1 0.12, a21o_1 0.21, a2111oi_1 0.50, mux2i_1 0.38
o211ai_1 0.13
-- per-layer routing --
metal	vias to the layer above	share of wire [%]
met5	-	0
met4	0	0.63
met3	7	7.8
met2	161	40
met1	1872	52
li1	2014	-
Power and IR drop assume default switching activity.
