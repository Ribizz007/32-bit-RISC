==> design.v <==
`timescale 1ns / 1ps
module control_unit(
    input [31:0] instruction,
    output reg       RegDst,     
    output reg       ALUSrc,     
    output reg       MemToReg,   
    output reg       RegWrite,   
    output reg       MemRead,    
    output reg       MemWrite,   
    output reg       Branch,     
    output reg [2:0] ALUOp,      
    output reg       Jump        
);
wire [5:0] opcode;
assign opcode = instruction [31:26];
reg [10:0]  controlSignals[63:0];
initial
begin
    controlSignals[6'b000000] = 11'b10010000100;  
    controlSignals[6'b010000] = 11'b01010000110;  
    controlSignals[6'b010001] = 11'b01010001000;  
    controlSignals[6'b010010] = 11'b01010001010;  
    controlSignals[6'b010011] = 11'b00000010010;  
    controlSignals[6'b010101] = 11'b01111000000;  
    controlSignals[6'b010110] = 11'b01001000000;  
    controlSignals[6'b010111] = 11'b10010000100;  
    controlSignals[6'b011000] = 11'b01010001100;  
    controlSignals[6'b110000] = 11'b00000011111;  
end
always @(instruction)
    begin
        RegDst   = controlSignals[opcode][10];
        ALUSrc   = controlSignals[opcode][9];
        MemToReg = controlSignals[opcode][8];
        RegWrite = controlSignals[opcode][7];
        MemWrite = controlSignals[opcode][6];
        MemRead  = controlSignals[opcode][5];
        Branch   = controlSignals[opcode][4];
        ALUOp    = controlSignals[opcode][3:1];
        Jump     = controlSignals[opcode][0];
    end
endmodule
==> run.sh <==
#!/bin/bash
# OpenROAD 26Q1-2900-gdf79404cd8, Yosys 0.63+post, stock flow scripts
make -C /OpenROAD-flow-scripts/flow DESIGN_CONFIG=/design/flow/config.mk WORK_HOME=/design/flow/orfs finish
==> config.mk <==
export PLATFORM = sky130hd
export DESIGN_NAME = control_unit
export DESIGN_NICKNAME = control_unit
export VERILOG_FILES = /design/flow/design.v
export SDC_FILE = /design/flow/constraint.sdc
export NUM_CORES = 4
export LEC_CHECK = 1
export CORE_AREA = 10 10 70 70
export DIE_AREA = 0 0 80 80
==> constraint.sdc <==
current_design control_unit

set clk_period 1.0
set clk_io_pct 0.2

create_clock -name clk0 -period $clk_period

set non_clock_inputs [all_inputs -no_clocks]
set_input_delay [expr $clk_period * $clk_io_pct] -clock clk0 $non_clock_inputs
set_output_delay [expr $clk_period * $clk_io_pct] -clock clk0 [all_outputs]
==> out/results.ini <==
[run_status]
outcome = finished, violations left
violations = setup timing

[timing]
finalCritPeriodShare_pct = 114
finalCriticalPeriod_ns = 1.14
max_slew_violation_count = 0
final_hold_viol_count = 0
max_freq_mhz = 877
setup_viol_count_final = 7
layout_setup_ws_ns = -0.140
rsz0062_at_grt = yes

[grt]
grt_max_degree = 7
overflow_after_grt = 0
first_global_vias = 309
antenna_found_initial = 0
grt_pass1_wl_mm = 1.44
global_route_usage_over_all_layers_pct = 2.56

[floorplan]
die-height_um = 80
rows = 21
boundaryPins = 43
placeableCoreArea_mm2 = 0.00342
dieArea_mm2 = 0.00640
initCoreUtil_pct = 6.23
horizontal_extent_of_the_die_um = 80

[synthesis]
topCellsByArea = sky130_fd_sc_hd__ha_1 29%, sky130_fd_sc_hd__inv_1 8.8%, sky130_fd_sc_hd__buf_4 7.1%
synth_seq_share_pct = 0
area_of_the_synthesized_netlist_per_yosys_stat_um2 = 213
synth.top_cell.area_share_pct = 29.4
ys_types = 16
yosysTopAreaCell = sky130_fd_sc_hd__ha_1
ys_warn_count = 1
ys_cells = 30
post_synth_most_frequent_cells = 5 x sky130_fd_sc_hd__ha_1, 5 x sky130_fd_sc_hd__inv_1, 4 x sky130_fd_sc_hd__nor2_1
mean_syn_cell_area_um2 = 7.09
post_synth_instance_area_um2 = 213
synth_cells = 30

[placement]
sum_of_net_half_perimeters_after_detailed_placement_um = 670
port_buffers = 16
place_congestion = 0.747

[critical_path]
critical_path_arrival_ns = 0.94
cell_breakdown_of_the_critical_path = buf_12, ha_4, mux2_4, a21oi_2, buf_2
setup.worst_path.class = in2out
timing.critical_path.to_type = output port
critical_path.slowest_cell = sky130_fd_sc_hd__mux2_4
cp_slowest_stage_delay_ns = 0.27
critPathRequiredTime_ns = 0.80
critical_path_peak_fanout = 5
worst_setup_path_start_kind = input port

[power_and_ir_drop]
intPower_w = 0.000112
part_of_the_total_power_dissipated_in_sequential_elements_pct = 0
power.leakage_nw = 0.261
power.share.switching_pct = 39.1
max-vdd-ir-drop_uv = 46.0
comb_power_share_pct = 100.0
power.share.clock_pct = 0
power_per_standard_cell_area_mw_per_mm2 = 320
finalPower_w = 0.000184
switchingPower_w = 0.0000717

[routing]
detail_route.first_pass.iterations = 2
wl_um = 850
antenna_left = 0
routedWlPerCell_um = 8.42
remaining_drc_errors = 0
drt_iter0_markers = 2
routed_via_density = 2.87
n_antenna_cell = 0
detailroute.via_count = 290

[finish]
clock_buffers = 0
area.sequential_um2 = 0
postLayoutCoreUtil_pct = 16.8
flop-count = 0
area.growth.synth_to_final_pct = 169
post_route_cells_drive_above_1_share_pct = 76.4
n_fill_cell = 377

[worst_hold_path]
worst_hold_path_type = in2out
min_delay_path_depth = 3
min_from = instruction[30]
hold-path-endpoint = RegDst

[cts]
cts_hold_buffers = 0

[flow_run]
cap_violations = 0
warning_count = 64

## layout by cell type, fill, tap and decap left out
cell type                       instances
sky130_fd_sc_hd__mux2_4                 1
sky130_fd_sc_hd__mux2i_1                1
sky130_fd_sc_hd__a21oi_1                1
sky130_fd_sc_hd__ha_2                   1
sky130_fd_sc_hd__buf_12                 1
sky130_fd_sc_hd__a31o_2                 1
sky130_fd_sc_hd__nor2_2                 1
sky130_fd_sc_hd__ha_4                   4
sky130_fd_sc_hd__conb_1                 1
sky130_fd_sc_hd__buf_2                 10
sky130_fd_sc_hd__a21o_1                 1
sky130_fd_sc_hd__buf_8                  3
sky130_fd_sc_hd__a21oi_2                2
sky130_fd_sc_hd__nand3b_1               1
sky130_fd_sc_hd__nor3b_4                1
sky130_fd_sc_hd__inv_2                  2
sky130_fd_sc_hd__nand2_1                2
sky130_fd_sc_hd__buf_4                  7
sky130_fd_sc_hd__inv_4                  1
sky130_fd_sc_hd__buf_6                  5
sky130_fd_sc_hd__nor2_1                 2
sky130_fd_sc_hd__o21bai_1               1
sky130_fd_sc_hd__nor2_4                 1
sky130_fd_sc_hd__a211oi_2               1
sky130_fd_sc_hd__inv_1                  2
sky130_fd_sc_hd__dlygate4sd2_1          1
## power by group through the flow
stage         registers, W  clock network [W]  logic, W
global route             0                  0  0.000201
CTS                      0                  0  0.000181
finish                   0                  0  0.000184
## worst max path at each step
stage / startpoint / endpoint / slack [ns] / cells after the start
global route: instruction[26] / RegWrite / -0.18 / 6
finish: instruction[27] / RegWrite / -0.14 / 5
CTS: instruction[27] / RegWrite / -0.14 / 5
## logic make-up (layout without fill, tap and decap cells)
kind of cell / count (synthesis) / count (layout) / share of synthesized area [%]
AND/OR/NAND/NOR: 8 / 8 / 17.6
AND-OR/OR-AND: 7 / 7 / 23.5
buffers and inverters: 7 / 32 / 15.9
adder cells (fa/ha/maj): 5 / 5 / 29.4
multiplexers: 2 / 2 / 11.8
other: 1 / 1 / 1.76
## critical path: cells and delay by family
family	cells	cell delay [ns]
adders and majority gates	1	0.15
AOI/OAI and AO/OA	1	0.10
muxes	1	0.27
buffers and inverters	2	0.21
## repair_timing
action | in CTS | in global routing
endpoints found under the setup margin | 10 | 9
gates resized | 85 | 2
setup buffers | 5 | 0
pin swaps | 17 | 5
## layout make-up
| cell class | count | area [µm²] | share of cell area [%] |
|---|---|---|---|
| Inverter | 5 | 21.3 | 3.71 |
| Multi-Input combinational cell | 23 | 262 | 45.6 |
| Tap cell | 46 | 57.6 | 10.0 |
| Timing Repair Buffer | 27 | 233 | 40.6 |
## metrics by stage
step	instances	TNS (ns)	setup WS, ns	hold WS, ns	instance area, µm²
global route	101	-0.983	-0.177	0.651	573
floorplan	30	0	0.0332	0.410	213
finish	101	-0.624	-0.140	0.628	573
detailed placement	96	-8.93	-1.05	1.37	460
global placement	96	-8.85	-1.04	1.36	460
CTS	101	-0.694	-0.144	0.637	566
## metal layers
metal  part of all wire, %  up-vias  GRT usage, %  routed length [µm]
met5                     0        -             0                   0
met4                     0        0             0                   0
met3                   9.9        0         0.682                  84
met2                    42       13          4.41                 356
met1                    48      130          3.30                 408
li1                      -      147             -                   -
Power is estimated from default activity; no workload was simulated.
