--- flow/design.v ---
`timescale 1ns / 1ps
module mux2x1(in0, in1, select, out);
    input wire select;
    input wire [31:0] in0;
    input wire [31:0] in1;
    output wire[31:0] out;
    assign out = (select == 0) ? in0 : in1;
endmodule
--- flow/run.sh ---
#!/bin/bash
# OpenROAD 26Q1-2900-gdf79404cd8, Yosys 0.63+post, stock flow scripts
make -C /OpenROAD-flow-scripts/flow DESIGN_CONFIG=/design/flow/config.mk WORK_HOME=/design/flow/orfs finish
--- flow/config.mk ---
export PLATFORM = sky130hd
export DESIGN_NAME = mux2x1
export DESIGN_NICKNAME = mux2x1
export VERILOG_FILES = /design/flow/design.v
export SDC_FILE = /design/flow/constraint.sdc
export NUM_CORES = 4
export LEC_CHECK = 1
export CORE_AREA = 10 10 71 71
export DIE_AREA = 0 0 81 81
--- flow/constraint.sdc ---
current_design mux2x1

set clk_period 1.0
set clk_io_pct 0.2

create_clock -name clk0 -period $clk_period

set non_clock_inputs [all_inputs -no_clocks]
set_input_delay [expr $clk_period * $clk_io_pct] -clock clk0 $non_clock_inputs
set_output_delay [expr $clk_period * $clk_io_pct] -clock clk0 [all_outputs]
==> results.py <==
# Metrics from the implementation run
metrics = {
    "clocking": {
        "cts_hold_bufs": 0,
    },
    "logic_synthesis": {
        "synth-area-yosys_um2": 544,
        "netlist-cell-type-count": 4,
        "synth_stat.cells": 36,
        "netlist_instances": 36,
        "top_cells_by_area": "sky130_fd_sc_hd__mux2_4, sky130_fd_sc_hd__buf_12, sky130_fd_sc_hd__mux2_2",
        "postSynthSeqShare_pct": 0,
        "syn_area_um2": 544,
        "yosys_warnings": 0,
        "netlist.top_cell.by_area": "sky130_fd_sc_hd__mux2_4",
        "synthesis.area_per_instance_um2": 15.1,
        "yosys.area.top_type_share_pct": 82.8,
    },
    "sta": {
        "slew_at_the_pin_closest_to_its_max_slew_limit_ps": 87.0,
        "timing.final.setup_violations": 32,
        "upper_clock_frequency_limit_mhz": 848,
        "rsz0062_at_grt": "yes",
        "fin_hold_ws_ps": 691,
        "timing.max_slew.rel_slack_pct": 94.2,
        "layout_setup_ws_ps": -179,
        "fin_setup_tns_ps": -3300,
        "timing.final.crit_period_ps": 1180,
        "final-hold-violation-count": 0,
        "min_period_over_period_pct": 118,
        "drv_slew": 0,
    },
    "grt": {
        "grt_max_degree": 11,
        "groute.usage.overall_pct": 7.79,
        "grt_pass1_vias": 764,
        "gr-total-overflow": 0,
        "grt_util_met2_pct": 14.3,
        "met1_routing_resource_usage_after_global_routing_pct": 9.03,
        "grt-busiest-layer": "met2",
        "use_met3_pct": 2.78,
        "global_route_wire_length_before_repair_um": 4140,
        "antenna_found_initial": 0,
    },
    "die": {
        "fp.dieH_um": 81,
        "fp.dieW_um": 81,
        "floorplan.io_pins": 97,
        "initial_core_util_pct": 15.0,
        "row_count": 22,
        "die_outline_area_um2": 6560,
        "core-area_um2": 3630,
    },
    "power": {
        "comb_power_share_pct": 100.0,
        "power_report.internal_total_uw": 487,
        "finalPower_uw": 624,
        "powerDensity_nw_per_um2": 392,
        "sw_frac_of_total_pct": 22.0,
        "power.net_switching_uw": 137,
        "power_frac_seq_pct": 0,
        "p_leak_nw": 0.872,
        "clockPowerShare_pct": 0,
        "vdd.ir_drop.worst_v": 0.000169,
    },
    "finish": {
        "nFlopsAndLatches": 0,
        "final-seq-area_um2": 0,
        "fill_cells": 357,
        "final_util_pct": 43.8,
        "clkbuf_count": 0,
        "logic_area_um2": 477,
        "final_layout_size_suffix_gt1_share_pct": 54.0,
        "layout-area-overhead-vs-synth_pct": 192,
    },
    "worst_setup_path": {
        "peak_per_stage_delay_on_the_critical_path_ps": 290,
        "required_ps": 800,
        "path_cells": "buf_12, buf_12, buf_12, mux2_4, buf_6",
        "ws_path_type": "primary input to output port",
        "critical_path.most_common_cell": "sky130_fd_sc_hd__buf_12",
        "worst_path_max_delay_cell": "sky130_fd_sc_hd__mux2_4",
        "crit_path_start_kind": "primary input",
        "worst-endpoint-arrival_ps": 980,
        "worst_path_maximum_fanout": 6,
        "critical_path.endpoint_type": "output port",
    },
    "placed_design": {
        "place.port_buffers": 97,
        "dp_worst_setup_slack_ps": -512,
        "dpl.hpwl_um": 2500,
        "place.gp.congestion": 0.832,
    },
    "job": {
        "number_of_maximum_capacitance_constraint_violations": 0,
        "tool_warnings": 34,
    },
    "worst_hold_path": {
        "timing.hold.worst.class": "primary input to output port",
    },
    "drt": {
        "first_iter_violations": 3,
        "antenna_nets_post_route": 0,
        "detail_route.drc_violations": 0,
        "viasPerCell": 3.82,
        "via_count": 715,
        "num_antenna_cells": 0,
        "finalWirelength_um": 2880,
        "routedWlPerCell_um": 15.4,
        "detail_route.first_pass.iterations": 2,
    },
    "outcome": {
        "violations": "negative setup slack",
        "outcome": "complete, but fails checks",
    },
}
[logic make-up (layout without fill, tap and decap cells)]
family	count (synthesis)	in the layout	share of synthesized area (%)
multiplexers	32	32	86.9
buffers and inverters	4	107	13.1
[final cells by class]
cell class	instances	area share (%)
tap	48	3.78
timing repair buffer	107	66.2
multi-input combinational	32	30.0
[path summary, 6_finish.rpt]
kind  startpoint       to  slack, ps  cells past startpoint
max       select   out[4]       -180                      5
min      in1[29]  out[29]        690                      3
[metal layers]
layer  vias up  routed length, um
met2        50               1450
met4         0                  0
met3         0                350
li1        345                  -
met1       320               1080
met5         -                  0
[synthesized netlist by cell type]
library cell	number
sky130_fd_sc_hd__mux2_4	30
sky130_fd_sc_hd__mux2_2	2
sky130_fd_sc_hd__buf_6	1
sky130_fd_sc_hd__buf_12	3
[critical path: cells and delay by family]
| kind | cells | cell delay, ps |
|---|---|---|
| mux | 1 | 290 |
| buf+inv | 4 | 480 |
[power groups by stage]
stage | combinational (mW) | clock [mW] | sequential, mW
after global routing | 0.666 | 0 | 0
final | 0.624 | 0 | 0
after CTS | 0.614 | 0 | 0
[placed cells by master (no fill, tap or decap)]
cell type                         count
sky130_fd_sc_hd__buf_16               2
sky130_fd_sc_hd__clkdlybuf4s50_1      9
sky130_fd_sc_hd__dlygate4sd2_1       51
sky130_fd_sc_hd__mux2_2               1
sky130_fd_sc_hd__mux2_4              31
sky130_fd_sc_hd__dlymetal6s2s_1       4
sky130_fd_sc_hd__buf_2               13
sky130_fd_sc_hd__buf_12               4
sky130_fd_sc_hd__buf_6               23
sky130_fd_sc_hd__buf_4                1
[metrics by stage]
step | instances | area [um^2]
3_3_place_gp | 179 | 1540
3_5_place_dp | 179 | 1540
2_1_floorplan | 36 | 544
6_report | 187 | 1590
5_1_grt | 187 | 1590
4_1_cts | 186 | 1540
[repair_timing]
item | 4_1_cts | 5_1_grt
gates cloned | 2 | 0
buffers inserted | 5 | 1
gates resized | 171 | 10
endpoints found under the setup margin | 32 | 32
hold endpoints to repair | 0 | 0
No activity file was given, so power comes from the tool's default toggle rates.
